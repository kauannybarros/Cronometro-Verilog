**flow/config.mk**
```make
export PLATFORM = sky130hd
export DESIGN_NAME = cronometro
export DESIGN_NICKNAME = cronometro
export VERILOG_FILES = /design/flow/design.v
export SDC_FILE = /design/flow/constraint.sdc
export NUM_CORES = 4
export LEC_CHECK = 1
export CORE_UTILIZATION = 40
```
**flow/constraint.sdc**
```tcl
current_design cronometro

set clk_period 6.2
set clk_io_pct 0.2

create_clock -name clk0 -period $clk_period [get_ports {clock}]

set non_clock_inputs [all_inputs -no_clocks]
set_input_delay [expr $clk_period * $clk_io_pct] -clock clk0 $non_clock_inputs
set_output_delay [expr $clk_period * $clk_io_pct] -clock clk0 [all_outputs]
```
**flow/design.v**
```verilog
module contador (
  input clock,
  input BotaoPara,
  input BotaoReset, 
  input BotaoPause,
  output reg [0:6] display_ds,
  output reg [0:6] display_unid,
  output reg [0:6] display_dez,
  output reg [0:6] display_cent,
  output reg flagzerou
);
reg [31:0] conta = 0;  
reg [3:0] display_c = 4'd0, display_d = 4'd0, display_u = 4'd0, display_dec = 4'd0;
reg [3:0] decimo = 4'd0;
reg [3:0] SegundoUni = 4'd0;
reg [3:0] SegundoDez = 4'd0;
reg [3:0] SegundoCen = 4'd0;
reg [1:0] flagpause;
reg [3:0] unidade_pausado, dezena_pausado, centena_pausado, ds_pausado;
integer parametro = 5000000;  
always @(negedge clock) begin
  if (BotaoReset == 0) begin
      decimo <= 4'd0;
      SegundoUni <= 4'd0;
      SegundoDez <= 4'd0;
      SegundoCen <= 4'd0;
  end
  if (BotaoPara == 1) begin
      if (conta < parametro) begin
          conta <= conta + 1;  
      end else begin
          conta <= 32'd0;  
          if (decimo < 4'd9) begin
              decimo <= decimo + 1;  
          end else begin
              decimo <= 4'd0;  
              SegundoUni <= SegundoUni + 1;
              if (SegundoUni == 4'd9) begin
                  SegundoUni <= 4'd0;
                  SegundoDez <= SegundoDez + 1;
                  if (SegundoDez == 4'd9) begin
                      SegundoDez <= 4'd0;
                      SegundoCen <= SegundoCen + 1;
                  end
              end
          end
      end
  end
  if(decimo == 4'd9 && SegundoUni == 4'd9 && SegundoDez == 4'd9 && SegundoCen == 4'd9)begin
    flagzerou <= 1;
    end else begin
    flagzerou <= 0;
    end
  if(BotaoPause == 0) begin  
      if (flagpause == 0) begin
      unidade_pausado <= SegundoUni;
      dezena_pausado <= SegundoDez;
      centena_pausado <= SegundoCen;
      ds_pausado <= decimo;
      flagpause <= 1;
    end
  end else begin
    flagpause <= 0;  
    end
 if (flagpause == 1) begin
    display_unid <= display(unidade_pausado);
    display_dez <= display(dezena_pausado);
    display_cent <= display(centena_pausado);
    display_ds <= display(ds_pausado);
  end else begin
    display_unid <= display(SegundoUni);
    display_dez <= display(SegundoDez);
    display_cent <= display(SegundoCen);
    display_ds <= display(decimo);
  end
end
function [6:0] display;
  input [3:0] numero;
  begin
    case (numero)
      4'd0: display = 7'b0000001;  
      4'd1: display = 7'b1001111;  
      4'd2: display = 7'b0010010;  
      4'd3: display = 7'b0000110;  
      4'd4: display = 7'b1001100;  
      4'd5: display = 7'b0100100;  
      4'd6: display = 7'b0100000;  
      4'd7: display = 7'b0001111;  
      4'd8: display = 7'b0000000;  
      4'd9: display = 7'b0000100;  
      default: display = 7'b1111111;  
    endcase
  end
endfunction
endmodule
module cronometro (
  input clock, 
  input reset, 
  input conta, 
  input para, 
  input pausa, 
  output [0:6] display_dec_sec,
  output [0:6] display_unidade,
  output [0:6] display_dezena,
  output [0:6] display_centena
);
reg [1:0] state = 0;
parameter contando = 3, zerado = 0, pausado = 2, parado = 1;
reg parar, zerar, pausar, contar;  
contador cont (
    .clock(clock),
    .BotaoPara(parar),
    .BotaoReset(zerar),
    .BotaoPause(pausar),
    .display_cent(display_centena),
    .display_unid(display_unidade),
    .display_dez(display_dezena),
    .display_ds(display_dec_sec),
     .flagzerou(flagz)
);
always @(*) begin
  case (state)
      contando: begin  
        zerar = 1;
        pausar = 1;
        parar = 1;
          end
      zerado: begin  
        zerar = 0;
        parar = 0; 
        pausar = 1;
          end
      pausado: begin  
        pausar = 0; 
        parar = 1; 
        zerar = 1;
          end
      parado:  begin   
        pausar = 1;
        zerar = 1; 
        parar = 0;
          end
  endcase
end
    always @(posedge clock) begin
      case (state)
          contando: begin
          if (reset == 0 || flagz == 1)
              state <= zerado;
          else if (para == 0)
              state <= parado;
          else if (pausa == 0)
              state <= pausado;
          end
          zerado: begin
          if (conta == 0)
              state <= contando;
          else if (para == 0)
              state <= parado;
          else if (pausa == 0)
              state <= pausado;
          end
          pausado: begin
          if (conta == 0)
              state <= contando;
          else if (reset == 0)
              state <= zerado;
          else if (para == 0)
              state <= parado;
          end
          parado: begin
          if (conta == 0)
              state <= contando;
          else if (reset == 0)
              state <= zerado;
          end
          default: begin
          state <= zerado;
          end
      endcase
end
endmodule
```
**flow/run.sh**
```bash
#!/bin/bash
# OpenROAD 26Q1-2900-gdf79404cd8, Yosys 0.63+post, stock flow scripts
make -C /OpenROAD-flow-scripts/flow DESIGN_CONFIG=/design/flow/config.mk WORK_HOME=/design/flow/orfs finish
```
==> notes.md <==
impl run done, here's what came out: Cell Type Count approximately 55, Num CTS Buffers 17, Gate Count Post-Synth 635, clk buf depth 2, Sw Ratio between 30% and 40%, post-CTS repair timing setup buffer count 0, I/O Buffers 32, Post-synth mux share between 5 and 6%, mean routed wirelength per cell 12.1 um, tool warnings ~190, Final setup viols 0, total core area 0.0151 sq mm, Root Driver clkbuf_16, final wirelength 12100 um, PD cells about 490 mW/mm^2, final hold viol count 0, Post-DP Area around 0.0067 sq mm, Psw around 0.0014 W, worst-path maximum fanout 18, Clock power frac 32.2%, first-pass GRT wire length between 20000 and 25000 um, clk_skew 0.0401 ns, yosys simple share around 15%, Seq/Total Area, Yosys a little under 50%, design area around 0.0077 sq mm, CTS tree done, die y size about 130 um, layout cells sized above 1 6.03%, Avg Inst Size Synth roughly 9.7 sq um, via count between 4000 and 5000, Reg power frac ~38%, GRT Overall Usage between 15 and 20%, HPWL Detailed ~8000 um, Leak around 3.6 nW, chip width ~130 um, crit path DRT around 3.4 ns, AND-OR/OR-AND Cells, Area Fraction between 10 and 15%, Worst Tran Pin Value between 0.7 and 0.8 ns, internal power between 0.002 and 0.0025 W, Cell Area, Synth a little over 0.006 sq mm, YS chip area about 0.006 sq mm, Slew Viols, Final 0, chip area roughly 0.016 sq mm, Max-cap violations 0, DR pass1 iterations 4, clk sinks between 100 and 150, Gate power share around 30%, vias in the first global route between 4000 and 5000, H-tree Lvls 4, fp_density approximately 40%, antenna viol nets, final 0, initial drt markers around 250, Yosys warning total 3, Largest logic family AND-OR/OR-AND gates, DR vias/cell a little under 5, initial antenna violation count 0, drt drc 0, Syn-to-layout area delta 25.4%, routability cong. between 0.8 and 0.9, adder share approximately a tenth, Hold WC Path Type reg -> reg, status completed, Place WS roughly 0.6 ns, post_cts resized 0, XOR/XNOR Fraction of Synth Area between 2 and 3%, ys async rst share 0%, RSZ-0062 raised after global routing no, Top Ports 33, final worst slack about 0.59 ns, Worst slew margin 47.4%, ys flops between 100 and 150, CP endpoint kind flip-flop, Hold Slack between 0.4 and 0.5 ns, Synth Flop Type dfxtp_1, # diodes 0, Yosys Instances about 640, Startpoint Class flip-flop, hold bufs inserted after CTS 0, critical path class reg -> reg, Post-synth EDFFs roughly 50, Worst EP arrival 2.82 ns, largest net degree at the start of global routing between 50 and 60, Latency at later pin approximately 0.46 ns, Reg clk slew, reported paths roughly 0.06 ns, Worst VDD drop about 220 uV, Setup TNS 0 ns, grt ovf 0, row count between 40 and 50
[worst paths after layout]
path                            startpoint                   end  slack, ns  depth (start not counted)
worst max-delay path              state[0]             flip-flop       0.59                          9
worst min-delay path             flip-flop  cont.display_unid[2]       0.42                          2
worst max register to register    state[0]             flip-flop       0.59                          9
worst min register to register   flip-flop  cont.display_unid[2]       0.42                          2
[layout by cell type, fill, tap and decap left out, types with 3 or more instances in the layout]
master           Yosys  routed
inv_1               36     159
dfxtp_1             75      75
nand2_1             65      65
o21ai_0             62      62
nor2_1              56      55
a21oi_1             51      51
edfxtp_1            50      50
ha_1                49      49
clkdlybuf4s50_1      0      32
mux2i_1             28      28
clkbuf_16            0      17
nand3_1             15      15
xnor2_1             10      10
xor2_1              10      10
conb_1               1       9
o22ai_1              8       8
nand2b_1             8       8
and3_1               7       7
buf_4                0       7
o31ai_1              6       6
nor3_1               6       6
nor2b_1              5       5
nand4_1              5       5
a211oi_1             5       5
a21o_1               5       5
mux2_2               5       5
inv_8                0       5
or3_1                4       4
clkinv_4             0       4
a21boi_0             3       3
nand3b_1             3       3
o21ai_1              3       3
inv_6                0       3
[power groups by stage]
stage	clock (W)	combinational (W)	sequential, W
final	0.00123	0.00114	0.00145
after global routing	0.00138	0.00129	0.00149
after CTS	0.00128	0.00115	0.00145
[area by class of cell]
type                       instances  area (sq um)
clock inverter                   138           596
tap                              188           235
clock buffer                      17           425
timing repair buffer              39           373
sequential                       125          3000
multi-input combinational        459          2970
inverter                          35           131
fill                            1278          7410
[cells by family (layout without fill, tap and decap cells)]
logic type / count (synthesis) / after routing
other: 1 / 9
adder cells (fa/ha/maj): 49 / 49
AND/OR/NAND/NOR: 191 / 191
buffers and inverters: 59 / 229
XOR/XNOR: 20 / 20
AND-OR/OR-AND: 156 / 156
flip-flops: 125 / 125
multiplexers: 34 / 34
[cell usage after synthesis, types with 2 or more instances]
| cell | number | area, sq um |
|---|---|---|
| nand3_1 | 15 | 75.1 |
| clkbuf_1 | 19 | 71.3 |
| and3_1 | 7 | 43.8 |
| dfxtp_1 | 75 | 1500 |
| a21oi_1 | 51 | 255 |
| mux2i_1 | 28 | 280 |
| a31oi_1 | 2 | 12.5 |
| and2_1 | 2 | 12.5 |
| buf_2 | 3 | 15.0 |
| inv_1 | 36 | 135 |
| a21o_1 | 5 | 37.5 |
| o21ai_0 | 62 | 310 |
| and4_1 | 2 | 17.5 |
| ha_1 | 49 | 613 |
| mux2_2 | 5 | 56.3 |
| a211o_1 | 2 | 17.5 |
| xnor2_1 | 10 | 87.6 |
| nor3_1 | 6 | 30.0 |
| o31ai_1 | 6 | 45.0 |
| edfxtp_1 | 50 | 1500 |
| xor2_1 | 10 | 87.6 |
| nand2_1 | 65 | 244 |
| o21ai_1 | 3 | 15.0 |
| or4_1 | 2 | 15.0 |
| nor2b_1 | 5 | 31.3 |
| a21boi_0 | 3 | 22.5 |
| nor4_1 | 2 | 12.5 |
| nand2b_1 | 8 | 50.1 |
| nand3b_1 | 3 | 22.5 |
| o22ai_1 | 8 | 50.1 |
| a211oi_1 | 5 | 37.5 |
| or3_1 | 4 | 25.0 |
| nand4_1 | 5 | 31.3 |
| nor2_1 | 56 | 210 |
[per-stage QoR]
| stage | power, W | util [%] | std cells |
|---|---|---|---|
| after floorplan | 0.00230 | - | 643 |
| after global placement | 0.00268 | 44.4 | 847 |
| after detailed placement | 0.00270 | 44.4 | 847 |
| after CTS | 0.00388 | 51.1 | 1001 |
| after global routing | 0.00416 | 51.1 | 1001 |
| final | 0.00381 | 51.1 | 1001 |
[worst max-delay path: stages, from the launching register on]
cell and delay (ns):
edfxtp_1 0.40, inv_1 0.08, ha_1 0.28, nand2_1 0.09, buf_4 0.30, mux2i_1 0.53, inv_1 0.17, ha_1 0.32
o21ai_0 0.16, a21oi_1 0.08
[routing by layer]
metal	GRT usage (%)	share of wire, %	up-vias
met5	0	0	-
met4	5.24	0.99	0
li1	-	-	2567
met1	22.5	50	2196
met3	8.18	5.8	8
met2	23.3	44	107
Power is estimated from default activity; no workload was simulated.
